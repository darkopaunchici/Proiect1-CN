<file path="./config.mk">
export PLATFORM = sky130hd
export DESIGN_NAME = alu_top
export DESIGN_NICKNAME = alu_top
export VERILOG_FILES = /design/flow/design.v
export SDC_FILE = /design/flow/constraint.sdc
export NUM_CORES = 4
export LEC_CHECK = 1
export CORE_UTILIZATION = 40
</file>
<file path="./constraint.sdc">
current_design alu_top

set clk_period 5.5
set clk_io_pct 0.2

create_clock -name clk0 -period $clk_period [get_ports {clk}]

set non_clock_inputs [all_inputs -no_clocks]
set_input_delay [expr $clk_period * $clk_io_pct] -clock clk0 $non_clock_inputs
set_output_delay [expr $clk_period * $clk_io_pct] -clock clk0 [all_outputs]
</file>
<file path="./design.v">
module alu_top(
    input wire clk,               
    input wire reset,              
    input wire [7:0] operand_a,    
    input wire [7:0] operand_b,    
    input wire [1:0] operation,    
    input wire start,              
    output wire [15:0] result,     
    output wire ready,             
    output wire overflow,         
    output wire zero              
);
    wire [15:0] add_result;
    wire [15:0] sub_result;
    wire [15:0] mul_result;
    wire [15:0] div_result;
    wire add_overflow, sub_overflow, mul_overflow, div_overflow;
    wire add_zero, sub_zero, mul_zero, div_zero;
    wire mul_ready, div_ready;
    wire select_add, select_sub, select_mul, select_div;
    wire start_mul, start_div;
    control_unit ctrl_unit (
        .clk(clk),
        .reset(reset),
        .operation(operation),
        .start(start),
        .mul_ready(mul_ready),
        .div_ready(div_ready),
        .select_add(select_add),
        .select_sub(select_sub),
        .select_mul(select_mul),
        .select_div(select_div),
        .start_mul(start_mul),
        .start_div(start_div),
        .ready(ready)
    );
    adder_8bit adder (
        .a(operand_a),
        .b(operand_b),
        .sum(add_result[7:0]),
        .overflow(add_overflow)
    );
    assign add_result[15:8] = {8{add_result[7]}};  
    assign add_zero = (add_result[7:0] == 8'd0);
    subtractor_8bit subtractor (
        .a(operand_a),
        .b(operand_b),
        .difference(sub_result[7:0]),
        .overflow(sub_overflow)
    );
    assign sub_result[15:8] = {8{sub_result[7]}}; 
    assign sub_zero = (sub_result[7:0] == 8'd0);
    booth_radix4_multiplier multiplier (
        .clk(clk),
        .reset(reset),
        .start(start_mul),
        .multiplicand(operand_a),
        .multiplier(operand_b),
        .product(mul_result),
        .ready(mul_ready),
        .overflow(mul_overflow)
    );
    assign mul_zero = (mul_result == 16'd0);
    nonrestoring_divider divider (
        .clk(clk),
        .reset(reset),
        .start(start_div),
        .dividend(operand_a),
        .divisor(operand_b),
        .quotient(div_result[7:0]),
        .remainder(div_result[15:8]),
        .ready(div_ready),
        .overflow(div_overflow)
    );
    assign div_zero = (div_result[7:0] == 8'd0);
    mux_4to1_16bit result_mux (
        .a(add_result),
        .b(sub_result),
        .c(mul_result),
        .d(div_result),
        .sel({select_div, select_mul, select_sub, select_add}),
        .out(result)
    );
    mux_4to1_1bit overflow_mux (
        .a(add_overflow),
        .b(sub_overflow),
        .c(mul_overflow),
        .d(div_overflow),
        .sel({select_div, select_mul, select_sub, select_add}),
        .out(overflow)
    );
    mux_4to1_1bit zero_mux (
        .a(add_zero),
        .b(sub_zero),
        .c(mul_zero),
        .d(div_zero),
        .sel({select_div, select_mul, select_sub, select_add}),
        .out(zero)
    );
endmodule
module full_adder(
    input wire a,
    input wire b,
    input wire cin,
    output wire sum,
    output wire cout
);
    wire sum1, carry1, carry2;
    xor xor1(sum1, a, b);
    and and1(carry1, a, b);
    xor xor2(sum, sum1, cin);
    and and2(carry2, sum1, cin);
    or or1(cout, carry1, carry2);
endmodule
module adder_8bit(
    input wire [7:0] a,
    input wire [7:0] b,
    output wire [7:0] sum,
    output wire overflow
);
    wire [8:0] carry;   
    assign carry[0] = 1'b0;   
    genvar i;
    generate
        for (i = 0; i < 8; i = i + 1) begin : adder_gen
            full_adder fa(
                .a(a[i]),
                .b(b[i]),
                .cin(carry[i]),
                .sum(sum[i]),
                .cout(carry[i+1])
            );
        end
    endgenerate
    assign overflow = (a[7] == b[7]) && (sum[7] != a[7]);
endmodule
module control_unit(
    input wire clk,
    input wire reset,
    input wire [1:0] operation,     
    input wire start,               
    input wire mul_ready,           
    input wire div_ready,           
    output reg select_add,          
    output reg select_sub,          
    output reg select_mul,          
    output reg select_div,          
    output reg start_mul,           
    output reg start_div,           
    output reg ready                
);
    localparam IDLE = 2'b00;
    localparam COMPUTING = 2'b01;
    localparam DONE = 2'b10;
    localparam ADD = 2'b00;
    localparam SUB = 2'b01;
    localparam MUL = 2'b10;
    localparam DIV = 2'b11;
    reg [1:0] current_state, next_state;
    reg [1:0] current_op;
    always @(posedge clk or posedge reset) begin
        if (reset) begin
            current_state <= IDLE;
            current_op <= ADD;
        end
        else begin
            current_state <= next_state;
            if (current_state == IDLE && start)
                current_op <= operation;
        end
    end
    always @(*) begin
        case (current_state)
            IDLE: begin
                if (start) begin
                    if (operation == ADD || operation == SUB)
                        next_state = DONE;     
                    else
                        next_state = COMPUTING;   
                end
                else
                    next_state = IDLE;
            end
            COMPUTING: begin
                if ((current_op == MUL && mul_ready) || 
                    (current_op == DIV && div_ready))
                    next_state = DONE;
                else
                    next_state = COMPUTING;
            end
            DONE: begin
                next_state = IDLE;
            end
            default: next_state = IDLE;
        endcase
    end
    always @(*) begin
        select_add = 1'b0;
        select_sub = 1'b0;
        select_mul = 1'b0;
        select_div = 1'b0;
        start_mul = 1'b0;
        start_div = 1'b0;
        ready = 1'b0;
        case (current_state)
            IDLE: begin
                case (operation)
                    ADD: select_add = 1'b1;
                    SUB: select_sub = 1'b1;
                    MUL: select_mul = 1'b1;
                    DIV: select_div = 1'b1;
                endcase
                if (operation == ADD || operation == SUB)
                    ready = start;
                start_mul = (operation == MUL) && start;
                start_div = (operation == DIV) && start;
            end
            COMPUTING: begin
                case (current_op)
                    MUL: begin
                        select_mul = 1'b1;
                        ready = mul_ready;
                    end
                    DIV: begin
                        select_div = 1'b1;
                        ready = div_ready;
                    end
                endcase
            end
            DONE: begin
                case (current_op)
                    ADD: select_add = 1'b1;
                    SUB: select_sub = 1'b1;
                    MUL: select_mul = 1'b1;
                    DIV: select_div = 1'b1;
                endcase
                ready = 1'b1;
            end
        endcase
    end
endmodule
module mux_4to1_16bit(
    input wire [15:0] a,
    input wire [15:0] b,
    input wire [15:0] c,
    input wire [15:0] d,
    input wire [3:0] sel,   
    output wire [15:0] out
);
    wire [15:0] out_a, out_b, out_c, out_d;
    genvar i;
    generate
        for (i = 0; i < 16; i = i + 1) begin : mux_16bit_gen
            and and_a(out_a[i], a[i], sel[0]);
            and and_b(out_b[i], b[i], sel[1]);
            and and_c(out_c[i], c[i], sel[2]);
            and and_d(out_d[i], d[i], sel[3]);
            or or_out(out[i], out_a[i], out_b[i], out_c[i], out_d[i]);
        end
    endgenerate
endmodule
module mux_4to1_1bit(
    input wire a,
    input wire b,
    input wire c,
    input wire d,
    input wire [3:0] sel,   
    output wire out
);
    wire out_a, out_b, out_c, out_d;
    and and_a(out_a, a, sel[0]);
    and and_b(out_b, b, sel[1]);
    and and_c(out_c, c, sel[2]);
    and and_d(out_d, d, sel[3]);
    or or_out(out, out_a, out_b, out_c, out_d);
endmodule
module mux_2to1_8bit(
    input wire [7:0] a,
    input wire [7:0] b,
    input wire sel,   
    output wire [7:0] out
);
    wire [7:0] out_a, out_b;
    wire not_sel;
    not not_gate(not_sel, sel);
    genvar i;
    generate
        for (i = 0; i < 8; i = i + 1) begin : mux_8bit_gen
            and and_a(out_a[i], a[i], not_sel);
            and and_b(out_b[i], b[i], sel);
            or or_out(out[i], out_a[i], out_b[i]);
        end
    endgenerate
endmodule
module nonrestoring_divider(
    input wire clk,
    input wire reset,
    input wire start,
    input wire [7:0] dividend,     
    input wire [7:0] divisor,      
    output reg [7:0] quotient,     
    output reg [7:0] remainder,    
    output reg ready,              
    output reg overflow            
);
    localparam IDLE = 2'b00;
    localparam COMPUTE = 2'b01;
    localparam FINAL_RESTORE = 2'b10;
    localparam DONE = 2'b11;
    reg [1:0] state;
    reg [3:0] counter;           
    reg [8:0] partial_remainder;  
    reg [7:0] A;                 
    reg [7:0] Q;                 
    reg [7:0] M;                 
    wire [8:0] extended_divisor;
    assign extended_divisor = {1'b0, M};
    wire [8:0] add_result, sub_result;
    assign add_result = partial_remainder + extended_divisor;
    assign sub_result = partial_remainder - extended_divisor;
    always @(posedge clk or posedge reset) begin
        if (reset) begin
            state <= IDLE;
            counter <= 4'b0;
            partial_remainder <= 9'b0;
            A <= 8'b0;
            Q <= 8'b0;
            M <= 8'b0;
            quotient <= 8'b0;
            remainder <= 8'b0;
            ready <= 1'b0;
            overflow <= 1'b0;
        end
        else begin
            case (state)
                IDLE: begin
                    if (start) begin
                        if (divisor == 8'b0) begin
                            overflow <= 1'b1;
                            ready <= 1'b1;
                            state <= DONE;
                        end
                        else begin
                            partial_remainder <= 9'b0;
                            A <= 8'b0;
                            Q <= dividend;
                            M <= divisor;
                            counter <= 4'd8;   
                            overflow <= 1'b0;
                            ready <= 1'b0;
                            state <= COMPUTE;
                        end
                    end
                end
                COMPUTE: begin
                    partial_remainder <= {partial_remainder[7:0], Q[7]};
                    Q <= {Q[6:0], 1'b0};
                    if (partial_remainder[8] == 1'b0) begin
                        partial_remainder <= sub_result;
                    end
                    else begin
                        partial_remainder <= add_result;
                    end
                    Q[0] <= (partial_remainder[8] == 1'b0) ? 1'b1 : 1'b0;
                    counter <= counter - 1;
                    if (counter == 4'd1) begin
                        state <= FINAL_RESTORE;
                    end
                end
                FINAL_RESTORE: begin
                    if (partial_remainder[8] == 1'b1) begin
                        partial_remainder <= add_result;
                    end
                    state <= DONE;
                end
                DONE: begin
                    quotient <= Q;
                    remainder <= partial_remainder[7:0];
                    ready <= 1'b1;
                    state <= IDLE;
                end
                default: state <= IDLE;
            endcase
        end
    end
endmodule
module booth_radix4_multiplier(
    input wire clk,
    input wire reset,
    input wire start,
    input wire [7:0] multiplicand,
    input wire [7:0] multiplier,
    output reg [15:0] product,
    output reg ready,
    output reg overflow
);
    localparam IDLE = 2'b00;
    localparam COMPUTE = 2'b01;
    localparam DONE = 2'b10;
    reg [1:0] state;
    reg [3:0] counter;           
    reg [16:0] acc;              
    reg [7:0] Q;                 
    reg Q_neg1;                  
    reg [8:0] M;                 
    wire [1:0] booth_sel;
    wire [8:0] booth_value;
    assign booth_sel = {Q[1:0], Q_neg1};
    booth_value_generator booth_gen(
        .sel(booth_sel),
        .M(M),
        .booth_value(booth_value)
    );
    always @(posedge clk or posedge reset) begin
        if (reset) begin
            state <= IDLE;
            counter <= 4'b0000;
            acc <= 17'b0;
            Q <= 8'b0;
            Q_neg1 <= 1'b0;
            M <= 9'b0;
            product <= 16'b0;
            ready <= 1'b0;
            overflow <= 1'b0;
        end
        else begin
            case (state)
                IDLE: begin
                    if (start) begin
                        acc <= 17'b0;
                        Q <= multiplier;
                        Q_neg1 <= 1'b0;
                        M <= {multiplicand[7], multiplicand};  
                        counter <= 4'd4;    
                        state <= COMPUTE;
                        ready <= 1'b0;
                    end
                end
                COMPUTE: begin
                    acc <= {acc[14:0], Q[7:6]};
                    Q <= {Q[5:0], Q_neg1, 1'b0};
                    Q_neg1 <= Q[0];
                    case (booth_sel)
                        3'b001, 3'b010: acc <= acc + M;          
                        3'b011: acc <= acc + {M, 1'b0};         
                        3'b100: acc <= acc - {M, 1'b0};         
                        3'b101, 3'b110: acc <= acc - M;          
                        default: acc <= acc;                    
                    endcase
                    counter <= counter - 1;
                    if (counter == 4'd1) begin
                        state <= DONE;
                    end
                end
                DONE: begin
                    product <= {acc[16], acc[14:0]};
                    overflow <= (acc[16:15] != 2'b00) && (acc[16:15] != 2'b11);
                    ready <= 1'b1;
                    state <= IDLE;
                end
                default: state <= IDLE;
            endcase
        end
    end
endmodule
module booth_value_generator(
    input wire [2:0] sel,         
    input wire [8:0] M,           
    output reg [8:0] booth_value  
);
    always @(*) begin
        case (sel)
            3'b000, 3'b111: booth_value = 9'b0;          
            3'b001, 3'b010: booth_value = M;             
            3'b011:         booth_value = {M[7:0], 1'b0};  
            3'b100:         booth_value = {~M[7:0], 1'b0} + 1'b1;  
            3'b101, 3'b110: booth_value = ~M + 1'b1;      
            default:        booth_value = 9'b0;
        endcase
    end
endmodule
module subtractor_8bit(
    input wire [7:0] a,
    input wire [7:0] b,
    output wire [7:0] difference,
    output wire overflow
);
    wire [7:0] b_comp;
    wire [7:0] sum;
    wire [8:0] carry;
    assign b_comp = ~b;
    assign carry[0] = 1'b1;   
    genvar i;
    generate
        for (i = 0; i < 8; i = i + 1) begin : subtractor_gen
            full_adder fa(
                .a(a[i]),
                .b(b_comp[i]),
                .cin(carry[i]),
                .sum(difference[i]),
                .cout(carry[i+1])
            );
        end
    endgenerate
    assign overflow = (a[7] != b[7]) && (difference[7] != a[7]);
endmodule
</file>
<file path="./run.sh">
#!/bin/bash
# OpenROAD 26Q1-2900-gdf79404cd8, Yosys 0.63+post, stock flow scripts
make -C /OpenROAD-flow-scripts/flow DESIGN_CONFIG=/design/flow/config.mk WORK_HOME=/design/flow/orfs finish
</file>
==> results.py <==
# Synthesis and PnR figures
metrics = {
    "synth": {
        "yosys-stat-area_um2": 6760,
        "ys_warn_count": 5,
        "edf_count": 0,
        "yosys.area.top_type_share_pct": 38.9,
        "synth_cell_types": 67,
        "synthTopLogicFamily": "AND-OR/OR-AND gates",
        "post-synth-top-area-cell": "dfrtp_1",
        "syn_inst": 698,
        "ys_sh_xor_pct": 2.72,
        "ys_sh_adder_pct": 12.0,
        "synthAoiAreaFrac_pct": 20.1,
        "synth_flops": 108,
        "syn_area_um2": 6760,
        "ys_sh_simple_pct": 13.3,
        "async_reset_ff_share_pct": 100,
        "ys_seq_share_pct": 40.0,
        "ff_type": "dfrtp_1",
        "mux_share_pct": 7.47,
        "yosys_cells": 698,
        "area_leaders": "dfrtp_1 39%, ha_1 7.2%, mux2_2 6.0%",
        "avgSynthCellArea_um2": 9.69,
    },
    "worst_setup_path": {
        "cp.required_ns": 4.40,
        "critPathCaptureType": "primary output",
        "critPathMostFrequentCell": "fa_2",
        "startpoint_type": "input pin",
        "critical_path_class": "input pin to primary output",
        "slowest_delay_ns": 0.36,
        "cp_slowest_cell": "fa_2",
        "worstPathMaxFanout": 4,
        "cp.arrival_ns": 4.48,
        "crit_chain": "buf_8 > buf_6 > inv_4 > ha_4 > inv_2 > fa_2 > fa_2 > fa_2 > fa_2 > inv_2 > fa_2 > fa_2 > buf_6 > nor2_4 > nor3_4 > a21oi_4 > buf_6 > a221o_1 > buf_2",
    },
    "cells_and_area": {
        "layout-drive-gt1-share_pct": 18.9,
        "fin_area_um2": 7990,
        "area_growth_pct": 18.1,
    },
    "run_status": {
        "outcome": "complete, but fails checks",
        "failed_checks": "setup timing",
    },
    "clocking": {
        "cts_tree": "yes",
        "cts-htree-levels": 3,
        "numCtsBuffers": 9,
        "ctsRootBufferMaster": "clkbuf_16",
        "clock_path_buffers": 2,
        "insertion_delay_ns": 0.36,
        "clk_pin_slew_ns": 0.07,
        "cts_sinks": 108,
    },
    "global_routing": {
        "grt_max_degree": 61,
        "grt_pass1_wl_mm": 28.2,
        "grtUsageTotal_pct": 21.4,
        "antenna_found_initial": 0,
        "grt_pass1_vias": 5240,
        "grt_overflow_total": 0,
    },
    "drt": {
        "post-route-drc-count": 0,
        "wl_mm": 17.2,
        "postRouteAntennaNets": 0,
        "vias": 5438,
        "insertedDiodeCount": 0,
        "wl_per_cell_um": 17.5,
        "drt_iter0_markers": 476,
        "via_per_inst": 5.55,
        "drt_first_pass_iters": 4,
    },
    "final_timing": {
        "setup_ws_ns": -0.0809,
        "maxSlewHeadroom_pct": 34.9,
        "report.final.setup_viol": 10,
        "whs_ns": 0.486,
        "rsz0062_at_grt": "true",
        "min_period_ns": 5.58,
        "fin_crit_sh_pct": 101,
        "fmax_ghz": 0.179,
        "hold_violations": 0,
        "worst_slew_pin_slew_ns": 0.972,
        "finClkSkew_ns": 0.0122,
        "drv_slew": 0,
    },
    "power_and_ir_drop": {
        "power_mw": 3.05,
        "leakage_nw": 3.65,
        "p_per_area_nw_per_um2": 382,
        "vdd_drop_max_mv": 0.177,
    },
    "worst_hold_path": {
        "hp-class": "register to register",
    },
    "floorplan": {
        "initial_utilization_pct": 40.9,
        "rows": 47,
        "core_area_um2": 16500,
        "dieArea_um2": 17400,
        "die_x_um": 132,
        "die_h_um": 132,
        "num_io_pins": 40,
    },
    "place": {
        "place_area_um2": 7480,
        "hpwl_mm": 12.9,
        "port_buffers": 39,
        "gp_congestion": 0.939,
    },
    "run": {
        "openroad.warnings": 38,
        "maxCapViolCount": 0,
    },
}
-- what timing repair did --
| action | CTS | global route |
|---|---|---|
| pin swaps | 23 | 16 |
| cloned | 1 | 0 |
| gates resized | 99 | 4 |
| setup endpoints to repair | 14 | 13 |
| buffers inserted | 8 | 5 |
| hold buffers | 0 | 0 |
| hold endpoints to repair | 0 | 0 |
-- final timing paths --
kind                                              endpoint  slack [ns]  cells after the start                                 start
max                                              result[8]       -0.08                     19                          operand_a[0]
min                               divider.Q[7]$_DFFE_PP0P_        0.49                      2              divider.Q[7]$_DFFE_PP0P_
max reg2reg                 multiplier.acc[16]$_DFFE_PP0P_        2.35                      6  ctrl_unit.current_state[0]$_DFF_PP1_
min reg2reg                       divider.Q[7]$_DFFE_PP0P_        0.49                      2              divider.Q[7]$_DFFE_PP0P_
max in group asynchronous  divider.quotient[3]$_DFFE_PP0P_        3.12                      3                                 reset
min in group asynchronous   multiplier.acc[15]$_DFFE_PP0P_        1.16                      2                                 reset
-- cell families after synthesis --
family                   after synthesis
multiplexers                          46
buffers and inverters                 77
AND-OR/OR-AND                        204
flip-flops                           108
XOR/XNOR                              21
adder cells (fa/ha/maj)               55
AND/OR/NAND/NOR                      187
-- power breakdown --
part / switching, mW / internal (mW) / leakage (nW)
registers: 0.258 / 1.01 / 1.43
clock network: 0.288 / 0.398 / 0.146
logic: 0.597 / 0.508 / 2.08
-- cell usage in the layout, fill, tap and decap left out, types with 6 or more instances in the layout --
cell             count
o21ai_0             67
inv_1               38
nand2_1             71
dfrtp_1            105
a211oi_1             8
nand2b_1            12
clkdlybuf4s50_1     21
xnor2_1             17
mux2i_1             10
nor2_1              39
a21oi_1             35
buf_4               30
a21o_1              12
ha_1                37
buf_6                6
nand3_1              8
fa_2                12
nor4_1              11
a221o_1             21
mux2_2              36
clkbuf_16            9
or3_1                6
inv_2                8
nor3_1               7
buf_2               12
-- cell type report --
type,instances,area [um2]
inverters,48,185
flip-flops and latches,108,2710
fillers,1459,8530
multi-input cells,514,3890
clock inverters,4,76.3
well taps,220,275
clock buffers,11,233
repair buffers,75,628
-- critical path: cells and delay by family --
family	cells	cell delay (ns)
compound gates	2	0.35
fa+ha+maj	7	1.90
buf+inv	8	0.76
simple gates	2	0.38
-- registers in the layout (all words and copies together), names as in the netlist, 8 cells and up --
register and count:
divider.Q 8, multiplier.acc 17, multiplier.product 16, multiplier.M 8
divider.remainder 8, divider.quotient 8, divider.partial_remainder 9, divider.M 8
-- layer usage --
layer | vias up | global-route usage [%] | share of wire (%)
met5 | - | 0 | 0
met4 | 0 | 1.61 | 0.74
met1 | 2664 | 35.0 | 49
li1 | 2644 | - | -
met3 | 10 | 4.75 | 5.6
met2 | 120 | 31.5 | 45
-- cells in the mapped netlist (all sizes together) (5+ instances only) --
cell / n
dfrtp: 105
nand2: 71
o21ai: 71
inv: 48
nor2: 40
ha: 39
a21oi: 37
mux2: 36
clkbuf: 23
a221o: 21
xnor2: 17
fa: 16
a21o: 12
nand2b: 12
nor4: 11
mux2i: 10
a211oi: 9
nor3: 9
nand3: 8
buf: 6
or3: 6
or4: 6
nor2b: 5
o211ai: 5
o22ai: 5
-- through the flow --
step                      utilization, %  worst slack (ns)  std cells  TNS, ns
after detailed placement            45.3             -1.07        951   -12.10
final                               48.4           -0.0809        980   -0.664
after CTS                           48.1            -0.285        975    -2.31
after global placement              45.3             -1.07        951   -11.13
after floorplan                        -             0.126        698        0
after global routing                48.4            -0.201        980    -1.93
No activity file was given, so power comes from the tool's default toggle rates.
